<file path="design/flow/run.sh">
#!/bin/bash
# OpenROAD 26Q1-2900-gdf79404cd8, Yosys 0.63+post, stock flow scripts
make -C /OpenROAD-flow-scripts/flow DESIGN_CONFIG=/design/flow/config.mk WORK_HOME=/design/flow/orfs finish
</file>
<file path="design/flow/config.mk">
export PLATFORM = sky130hd
export DESIGN_NAME = FIR_controller
export DESIGN_NICKNAME = FIR_controller
export VERILOG_FILES = /design/flow/design.v
export SDC_FILE = /design/flow/constraint.sdc
export NUM_CORES = 4
export LEC_CHECK = 1
export CORE_AREA = 10 10 70 70
export DIE_AREA = 0 0 80 80
</file>
<file path="design/flow/constraint.sdc">
current_design FIR_controller

set clk_period 1.5
set clk_io_pct 0.2

create_clock -name clk0 -period $clk_period [get_ports {clk}]

set non_clock_inputs [all_inputs -no_clocks]
set_input_delay [expr $clk_period * $clk_io_pct] -clock clk0 $non_clock_inputs
set_output_delay [expr $clk_period * $clk_io_pct] -clock clk0 [all_outputs]
</file>
<file path="design/flow/design.v">
module FIR_controller(
input clk,reset,
output x_ld,y_ld,sum_ld,sum_clr,
output [1:0] mult_sel 
);
    reg x_ld,y_ld,sum_ld,sum_clr;
    reg [1:0] mult_sel;
    reg [2:0]states;
    parameter s0=3'b000;
    parameter s1=3'b001;
    parameter s2=3'b010;
    parameter s3=3'b011;
    parameter s4=3'b100;
    always@(posedge clk or posedge reset)
    begin
    if(reset)
        begin
        x_ld=1'b0;y_ld=1'b0;sum_ld=1'b0;sum_clr=1'b1;
    mult_sel=2'b11;
    states=s0;
    end
    else
    begin
    case(states)
    s0:begin
    x_ld=1'b1;y_ld=1'b0;sum_ld=1'b1;sum_clr=1'b0;
    mult_sel=2'b00;
    states=s1;
    end
    s1:begin
    x_ld=1'b1;y_ld=1'b0;sum_ld=1'b1;sum_clr=1'b0;   
    mult_sel=2'b00;
    states=s2;
    end
    s2:begin
    x_ld=1'b1;y_ld=1'b0;sum_ld=1'b1;sum_clr=1'b0;
    mult_sel=2'b01;
    states=s3;
    end
    s3:begin
    x_ld=1'b1;y_ld=1'b0;sum_ld=1'b1;sum_clr=1'b0;
    mult_sel=2'b10;
    states=s4;
    end
    s4:begin
    x_ld=1'b0;y_ld=1'b1;sum_ld=1'b0;sum_clr=1'b0;
    mult_sel=2'b11;
    states=s0;
    end
    endcase
    end
end
endmodule
</file>
==> metrics.yaml <==
route:
  vias: 205
  dr.first_iter.drc_count: 22
  antenna_left: 0
  drcViolationCount: 0
  antennaDiodeCount: 0
  wl_per_cell_um: 8.30
  first_pass_iters: 2
  wirelength_um: 631
  vias_per_cell: 2.70
yosys:
  syn_inst: 21
  synthTopCellsByArea: "dfrtp_1 44%, dfstp_2 31%, nor3b_2 3.6%"
  aoi_share: 0.0803
  ys_ff: 10
  avgSynthCellArea_um2: 16.3
  ys_seq_share: 0.745
  logic_family: "simple AND/OR/NAND/NOR gates"
  top_cell_area_share: 0.438
  top_area_cell: "dfrtp_1"
  top_cells_by_count: "6 x dfrtp_1, 4 x dfstp_2, 2 x inv_1"
  synthArstFlopShare: 1.00
  synthSimpleGateAreaFrac: 0.131
  post-synth-top-count-cell: "dfrtp_1"
  ys_sh_mux: 0
  syn_area_um2: 343
  synth_warnings: 1
  edf_count: 0
  ys_cells: 21
  ys_area_um2: 343
  xor_share: 0
  synth_cell_type_count: 12
  ff_type: "dfrtp_1"
  synth_adder_area_share: 0
sta:
  drv_slew: 0
  max_slew_margin: 0.763
  hold_viol: 0
  rsz0062_at_grt: "false"
  fmax_mhz: 717
  fin_skew_ns: 0.00459
  worst_pin_slew_ns: 0.355
  hold_ws_ns: 0.308
  final.min_clock_period_ns: 1.39
  finalWorstSetupSlack_ns: 0.106
  finalCritPeriodShare: 0.930
  setup_viol: 0
  tns_ns: 0
global_routing:
  antenna_found_initial: 0
  gr-usage-all-layers: 0.0205
  grt_pass1_vias: 222
  grt_max_degree: 11
  grt_pass1_wl_mm: 1.02
  grt_overflow_total: 0
power_and_ir_drop:
  p_per_area_nw_per_um2: 945
  ir_drop_mv: 0.206
  p_seq_frac: 0.593
  p_comb_frac: 0.016
  switching_share: 0.198
  intPower_uw: 365
  finalPower_uw: 455
  leakagePower_uw: 0.000226
  p_switching_uw: 90.3
  pwr-share-clk: 0.390
setup_path:
  crit_path_end_kind: "primary output"
  cp-start-kind: "flip-flop"
  slowest_delay_ns: 0.47
  crit_arrival_ns: 1.09
  crit_buf_inv: 1
  slowest_stage: "clkdlybuf4s50_1"
  crit_fanout: 3
  cp_cell_sequence: "clkdlybuf4s50_1"
  worst_ep_required_time_ns: 1.20
  critPathKind: "reg2out"
  crit_family: "buffers and inverters"
run:
  maxCapViolations: 0
  tool_warnings: 25
cts:
  cts_setup_buffers: 0
  cts_hold_buf: 0
  cts_buffer_depth: 2
  cts_resized: 3
  clock_sinks: 10
  numCtsBuffers: 3
  cts_tree: "built"
  cts-root-buf: "clkbuf_4"
  insertion_delay_ns: 0.26
  path_clk_slew_ns: 0.06
  htree_levels: 1
die:
  rows: 21
  core_um2: 3420
  fp-utilization: 0.100
  die_h_um: 80
  die_w_um: 80
  chipArea_um2: 6400
  ios: 8
final_layout:
  drive_gt1_frac: 0.367
  area_growth_pct: 40.5
outcome:
  status: "complete, no violations"
placement:
  port_buffers: 7
  place_ws_ns: 0.207
  hpwl_um: 476
  place.gp.congestion: 0.655
hold_path:
  hold_path_class: "in2async"
## power groups by stage
stage	clock network [µW]	logic, µW	registers (µW)
CTS	180	7.88	270
global route	195	8.50	270
finish	178	7.47	270
## logic make-up (layout without fill, tap and decap cells)
kind of cell | Yosys count | count (layout)
buf+inv | 3 | 12
simple gates | 5 | 5
flops | 10 | 10
compound gates | 3 | 3
## through the flow
| step | instances | instance area (µm²) | utilization |
|---|---|---|---|
| 2_1_floorplan | 21 | 343 | - |
| 3_3_place_gp | 73 | 463 | 0.136 |
| 3_5_place_dp | 73 | 463 | 0.136 |
| 4_1_cts | 76 | 482 | 0.141 |
| 5_1_grt | 76 | 482 | 0.141 |
| 6_report | 76 | 482 | 0.141 |
## cells in the final DEF (no fill, tap or decap)
master           count
inv_1                2
dlygate4sd2_1        3
a31o_2               1
or3_2                1
a211o_1              1
or4_4                1
clkbuf_4             3
clkdlybuf4s50_1      4
dfstp_2              4
dfrtp_1              6
nor4b_1              1
nor3_1               1
nor3b_2              1
o21ba_1              1
## routing by layer
| metal | global-route usage | up-vias | routed length, µm |
|---|---|---|---|
| met5 | 0 | - | 0 |
| met4 | 0.00352 | 0 | 10 |
| met3 | 0.0216 | 2 | 113 |
| met2 | 0.0273 | 9 | 252 |
| met1 | 0.0224 | 102 | 254 |
| li1 | - | 92 | - |
## flip-flops by register name, summed over array words and instances, names as in the netlist
signal,cells
mult_sel,2
sum_clr,1
x_ld,1
states,5
y_ld,1
## cell type report
class / count / area, µm²
clock buffer: 3 / 22.5
fill: 391 / 2930
inverter: 2 / 7.51
multi-input combinational: 8 / 72.6
sequential: 10 / 255
tap: 46 / 57.6
timing repair buffer: 7 / 66.3
## path summary, 6_finish.rpt
kind	cells past startpoint	from	end	slack, ns
setup / recovery	1	x_ld$_DFFE_PP0P_	x_ld	0.11
hold / removal	2	reset	x_ld$_DFFE_PP0P_	0.31
setup reg to reg	2	states[2]$_DFF_PP0_	x_ld$_DFFE_PP0P_	0.25
hold reg to reg	0	states[0]$_DFF_PP1_	states[3]$_DFF_PP0_	0.42
max in group asynchronous	2	reset	mult_sel[0]$_DFFE_PP1P_	0.89
min in group clk0	0	states[0]$_DFF_PP1_	states[3]$_DFF_PP0_	0.42
Power is estimated from default activity; no workload was simulated.
